==> /design/flow/design.v <==
module regfile(
    input clk, reset,
    input [4:0] raddr0,
    output logic [31:0] rdata0,
    input [4:0] raddr1,
    output logic [31:0] rdata1,
    input wen,
    input [4:0] waddr,
    input [31:0] wdata
);
    logic [31:0] regs[0:31];
    always @(*) begin
        rdata0= (raddr0==0)? 0: regs[raddr0];
        rdata1= (raddr1==0)? 0: regs[raddr1];
    end
    always @(posedge clk) begin
        if(!reset && wen && waddr!=0)
            regs[waddr]<=wdata;
    end
endmodule 
==> /design/flow/run.sh <==
#!/bin/bash
# OpenROAD 26Q1-2900-gdf79404cd8, Yosys 0.63+post, stock flow scripts
make -C /OpenROAD-flow-scripts/flow DESIGN_CONFIG=/design/flow/config.mk WORK_HOME=/design/flow/orfs finish
==> /design/flow/config.mk <==
export PLATFORM = sky130hd
export DESIGN_NAME = regfile
export DESIGN_NICKNAME = regfile
export VERILOG_FILES = /design/flow/design.v
export SDC_FILE = /design/flow/constraint.sdc
export NUM_CORES = 4
export LEC_CHECK = 1
export CORE_UTILIZATION = 50
==> /design/flow/constraint.sdc <==
current_design regfile

set clk_period 5.9
set clk_io_pct 0.2

create_clock -name clk0 -period $clk_period [get_ports {clk}]

set non_clock_inputs [all_inputs -no_clocks]
set_input_delay [expr $clk_period * $clk_io_pct] -clock clk0 $non_clock_inputs
set_output_delay [expr $clk_period * $clk_io_pct] -clock clk0 [all_outputs]
==> flow_summary_export.csv <==
group,metric,value,unit
final_layout,drive_gt1_frac,0.3157,
setup_path,worstPathArrival,4660,ps
floorplan,core_area,93470,um2
synth,yosysSeqAreaShare,0.6516,
synth,largest_area_cell,"edfxtp_1",
floorplan,fp_util,0.5049,
timing,holdWs,1312,ps
global_route,grt_max_degree,66,
setup_path,crit_slowest_cell,"nor3_1",
clock_tree,cts_tree,"yes",
placement,place_area,50980,um2
setup_path,path_max_fanout,17,
global_route,grt_pass1_wl,211500,um
detailed_routing,ant_nets,0,
synth,syn_inst,2370,
pwr,switchingPower,3645,uW
clock_tree,path_clk_slew,60,ps
synth,avgSynthCellArea,19.91,um2
clock_tree,cts_hold_buf,0,
clock_tree,clockRootBuffer,"clkbuf_16",
pwr,switching_share,0.2247,
worst_hold_path,min_from,"wdata[10]",
detailed_routing,diodes,0,
final_layout,largest_registers,"regs (1024)",
pwr,sequentialPowerShare,0.499,
pwr,p_int,12570,uW
pwr,p_leak,0.01767,uW
timing,layout_min_cycle_time,5836,ps
clock_tree,ctsHtreeMaxLevel,3,
final_layout,fill_cells,6573,
setup_path,max_stage_delay,980,ps
setup_path,crit_end,"rdata1[30]",
final_layout,largest_register_ffs,1024,
timing,rsz0062_at_grt,"no",
synth,yosysCellCount,2370,
worst_hold_path,hold_path.class,"in2reg",
timing,hold_viol,0,
detailed_routing,remaining_drc_errors,0,
global_route,gr-total-overflow,0,
final_layout,mi_logic_area,15710,um2
timing,timing.fmax,0.1713,GHz
synth,ys_warn_count,1,
synth,async_flop_share,0,
floorplan,die_h,309.2,um
floorplan,dieArea,95610,um2
synth,ys_area,47190,um2
final_layout,regMostFlops,"regs",
synth,most_common_cell,"edfxtp_1",
global_route,grt_usage,0.3587,
clock_tree,cts_num_sinks,1024,
synth,top_cells_by_area,"edfxtp_1 (65%), mux4_2 (20%), mux2i_1 (4.6%), a22o_1 (1.2%), a2111oi_2 (0.80%)",
synth,top_cell_area_share,0.6516,
setup_path,worstSetupEndpointType,"primary output",
global_route,grt_pass1_vias,29910,
placement,routabilityCongestion,0.9126,
clock_tree,postCtsSetupBuffers,0,
timing,fin_crit_sh,0.9892,
final_layout,stdcell_area,54390,um2
setup_path,cp_cell_sequence,"clkdlybuf4s50_1, buf_4, nor2b_4, buf_4, a22o_1, a211oi_1, nor3_1, clkdlybuf4s50_1",
job,openroad.warnings,26,
setup_path,cp-startpoint,"raddr1[3]",
detailed_routing,vias,26680,
setup_path,cp.required,4720,ps
synth,edf_count,1024,
synth,ys_ff,1024,
final_layout,final-seq-area,30750,um2
floorplan,die_w,309.2,um
pwr,clkPwrFrac,0.409,
setup_path,critical_path_class,"in2out",
setup_path,startpoint_type,"input pin",
timing,finalSetupTns,0,ps
timing,relSlewSlack,0.1843,
detailed_routing,wl_per_cell,37.77,um
job,cap_violations,0,
final_layout,area_growth,15.27,%
detailed_routing,drt_pass1_iterations,7,
worst_hold_path,min_path_cells,2,
floorplan,ios,114,
synth,yosys-top-cells-count,"edfxtp_1 (1024), mux4_2 (422), mux2i_1 (217)",
detailed_routing,viasPerCell,6.767,
global_route,antenna_found_initial,2,
timing,drv_slew,0,
synth,synthDistinctLibCells,40,
detailed_routing,drt_wl_total,148900,um
placement,hpwl,89760,um
clock_tree,cts_buffers,107,
synth,synth_area,47190,um2
floorplan,std_cell_rows,112,
placement,numPortBuffers,113,
timing,setup_viol,0,
detailed_routing,drt_iter0_drc,1829,
run_status,outcome,"complete, no violations",
synth,synthFlopType,"edfxtp_1",
clock_tree,cts_max_path_buffers,3,
pwr,power_density,298.1,nW/um2
pwr,vdd_drop_max,0.2421,mV
timing,tightestPinTransition,1214,ps
pwr,combPwrFrac,0.092,
## routing by layer
metal | GRT usage | vias to the layer above | wire (um)
met5 | 0.02022 | - | 502
met1 | 0.4288 | 13330 | 44210
met4 | 0.1120 | 17 | 6121
met3 | 0.3134 | 385 | 30580
met2 | 0.4908 | 2150 | 67510
li1 | - | 10800 | -
## logic make-up after synthesis
group	synth area share
buf+inv	0.02437
simple gates	0.01530
compound gates	0.05475
other cells	0.00007947
mux	0.2539
flops	0.6516
## power by group through the flow
stage	sequential, uW	combinational (uW)	clock [uW]
finish	8100	1490	6630
CTS	8100	1480	6690
global route	8100	1570	6970
## cell type report
cell class	instances	area share
flip-flops and latches	1024	0.5653
multi-input cells	1152	0.2889
clock buffers	134	0.05265
repair buffers	290	0.05242
well taps	1254	0.02885
clock inverters	61	0.009960
inverters	28	0.001932
## metrics by stage
stage                     utilization  total power (uW)  setup WS [ps]  cells
after floorplan                     -              9029           2031   2401
after global placement         0.5454              9713          57.74   3748
after detailed placement       0.5454              9728          41.61   3748
after CTS                      0.5818             16270          32.31   3943
after global routing           0.5819             16640          18.68   3943
final                          0.5819             16220          63.55   3943
## worst min path at each step
stage | to | slack, ps
6_report | regs[10][10] | 1310
4_1_cts | regs[10][10] | 1280
5_1_grt | regs[0][21] | 1320
## placed cells by master, fill, tap and decap left out, types with 23 or more instances in the layout
master / n
edfxtp_1: 1024
mux4_2: 422
mux2i_1: 217
buf_4: 149
clkbuf_16: 111
clkdlybuf4s50_1: 106
a22o_1: 67
o22ai_1: 59
a211oi_1: 41
nor2_4: 33
conb_1: 32
o221ai_1: 31
nor3_1: 30
buf_12: 30
nor2_1: 29
clkinv_1: 29
inv_1: 28
mux2_2: 27
a221oi_1: 27
a21oi_1: 26
a211o_1: 26
a2111oi_2: 25
clkbuf_1: 23
## critical path, delay by kind of cell
kind	cells	cell delay, ps
buffers and inverters	4	1960
AND-OR/OR-AND	2	320
AND/OR/NAND/NOR	2	1180
## timing repair
item                                    CTS  global route
endpoints found under the setup margin    0             2
gates resized                             0             2
hold endpoints to repair                  0             0
Power figures rest on the tool's default switching activity, not on a simulated workload.
