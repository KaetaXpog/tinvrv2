--- flow/design.v ---
module data_array #(
    parameter DW = 128,
    parameter NUM = 8
)(
    input clk,
    input rst,
    input read_en,
    input [$clog2(NUM)-1:0] read_addr,
    output logic [DW-1:0] read_data,
    input write_en,
    input [DW/8-1:0] write_byte_en,
    input [$clog2(NUM)-1:0] write_addr,
    input [DW-1:0] write_data
);
    reg [DW-1:0] data [0:NUM-1];
    always @(*) begin
        if(read_en) read_data=data[read_addr];
        else read_data={DW{1'b0}};
    end
    genvar i;
    generate for(i=0;i<DW/8;i=i+1) begin
        always @(posedge clk) begin
            if(rst) ;
            else if(write_en) begin
                data[write_addr][i*8+7:i*8]<=write_data[i*8+7:i*8];
            end
        end
    end endgenerate
endmodule
--- flow/run.sh ---
#!/bin/bash
# OpenROAD 26Q1-2900-gdf79404cd8, Yosys 0.63+post, stock flow scripts
make -C /OpenROAD-flow-scripts/flow DESIGN_CONFIG=/design/flow/config.mk WORK_HOME=/design/flow/orfs finish
--- flow/config.mk ---
export PLATFORM = sky130hd
export DESIGN_NAME = data_array
export DESIGN_NICKNAME = data_array
export VERILOG_FILES = /design/flow/design.v
export SDC_FILE = /design/flow/constraint.sdc
export NUM_CORES = 4
export LEC_CHECK = 1
export CORE_UTILIZATION = 40
--- flow/constraint.sdc ---
current_design data_array

set clk_period 18.5
set clk_io_pct 0.2

create_clock -name clk0 -period $clk_period [get_ports {clk}]

set non_clock_inputs [all_inputs -no_clocks]
set_input_delay [expr $clk_period * $clk_io_pct] -clock clk0 $non_clock_inputs
set_output_delay [expr $clk_period * $clk_io_pct] -clock clk0 [all_outputs]
==> run notes <==
State of the implementation.

- Per the post-run analysis, buffers plus inverters along the critical path come to 5.
- The first global-routing pass estimated 134 mm of wire.
- The number of buffers added on ports is between 200 and 300, for reference.
- The total negative setup slack is 0 ns, for reference.
- The routed design could run at a clock period as short as about 11 ns.
- The share of the clock period used by the worst path is between 50% and 60%, for reference.
- The cell count after synthesis is between 1.5k and 2k, for reference.
- The average vias per placed instance is around 5.4, for reference.
- The kind of critical path is in -> out, for reference.
- The sum of routed wire length over all layers is approximately 89 mm, for reference.
- The number of buffers added for setup after CTS is 0, for reference.
- For reference, the critical path cell chain is buf_8 > buf_4 > buf_12 > mux4_2 > inv_1 > a221oi_1 > clkdlybuf4s50_1.
- The final number of hold-violating endpoints is 0, for reference.
- The cell type with the largest total area is edfxtp_1, for reference.
- In this run the deepest clock path goes through 3 buffers.
- The arrival time of data at the critical path endpoint is between 6 and 7 ns, for reference.
- After synthesis, the largest area contributor takes up between 70% and 80% of total cell area.
- Per the synth stats, the proportion of register bits with asynchronous set or reset is 0%.
- The placed instance area is around 44000 sq um, for reference.
- The detailed placement HPWL is ~47 mm, for reference.
- The path type of the worst min-delay path is in -> reg, for reference.
- Checking max transition, the worst relative margin is between 40% and 50%.
- The total of cells resized after clock tree synthesis is 0, for reference.
- The data required time at the worst endpoint is 14.80 ns, for reference.
- In the Yosys report the total cell count is between 1.5k and 2k.
- For reference, the clock transition at the flip-flops on the worst setup and hold paths is ~0.060 ns.
- Per the synth stats, the flop cell with the highest instance count is edfxtp_1.
- The routed layout reports a DRC error count of 0.
- The floorplan core density is between 40% and 50%, for reference.
- The part of the Yosys area used for sequential elements is between 70% and 80%, for reference.
- The cell at the root of the clock tree is clkbuf_16, for reference.
- The post-synth tally of flip-flops with integrated enable is approximately 1.0k, for reference.
- The peak fanout along the critical path is just under 100, for reference.
- The placed cell count is 3416, for reference.
- Per the detail_route report, the via count comes to 19.3k.
- The maximum frequency from static timing analysis is 94.2 MHz, for reference.
- The total clock sinks is ~1.0k, for reference.
- The number of OpenROAD warnings is roughly 42, for reference.
- The worst setup path is captured at an output pin.
- The measured slew at the worst slew-check pin is between 0.8 and 0.9 ns, for reference.
- The number of flip-flops under the largest register name is between 1k and 1.5k, for reference.
- The highest-delay cell along the critical path is buf_4, for reference.
- The mean post-synth cell area is around 21 sq um, for reference.
- Setup repair after global routing left no endpoint under its margin.
- The max-cap violation count is 0, for reference.
- Yosys reports a chip area of between 40000 and 50000 sq um.
- The area growth from synthesis to layout is 18.5%, for reference.
- The last timing report of the flow puts the setup violation total at 0.
- The total number of yosys warnings is 1, for reference.
- By instance count after routing, the leading logic cell type is edfxtp_1.
- The core outline area is about 99000 sq um, for reference.
- The multi-input logic area is roughly 8300 sq um, for reference.
- The minimum setup slack in the final design is roughly 7.9 ns, for reference.
- The floorplan has roughly 120 rows.
- The final standard cell count with taps included and fillers excluded is 3612, for reference.
- The global route total overflow is 0, for reference.
- The congestion estimate from routability-driven global placement came to slightly below 0.8.
- From bottom edge to top edge, the die measures around 320 microns.
- The largest register by flop count is data.
- CTS built an H-tree with a depth of 3.
- The via count of the first global-routing pass came to roughly 21k.
- The count of final max-slew check failures is 0, for reference.
- After synthesis, the cell types taking the most area are edfxtp_1 (77%), mux4_2 (7.2%), a221oi_2 (4.4%).
- The count of routing violations after the opening detailed-route iteration is 990, for reference.
- The number of antenna-violating nets in the routed design is 0, for reference.
- In the global route stage, overall resource usage came out at between 10% and 20%.
- The total clock buffers created by CTS is roughly 110, for reference.
- Before antenna repair, the detailed router went through 4 iterations.
- The synthesis stat section lists a flop and latch total of 1024.
- The cell family contributing the most delay on the critical path is buffers and inverters, for reference.
- The post-placement worst setup slack is roughly 7.7 ns, for reference.
- The fraction of final layout cells with drive strength greater than 1 is between 20% and 30%, for reference.
- The number of antenna violations at the first check in global routing is 11, for reference.
- Synthesis instantiated 23 different standard cells from the library.
- The mapped netlist covers 40200 sq um.
- The library cells used most frequently in the layout, excluding fill and tap cells, are edfxtp_1 (1024), clkdlybuf4s50_1 (261).
- The worst setup path is launched from an input pin.
- The leakage power is 0.0157 uW, for reference.
- On the worst path, the slowest cell contributes a delay of 0.72 ns.
- TritonCTS built the clock tree.
- The detail-routed net length per standard cell is about 25 microns, for reference.
- The run finished with clean final reports.
- The full die area is 102000 sq um, for reference.
- The largest registers in the layout are data (1024).
- The I/O pin count is 282, for reference.
- The worst-case IR drop observed on VDD is 0.0000801 V.
- The area occupied by registers is around 31000 sq um, for reference.
- The final instance area is approximately 48000 sq um, for reference.
- Entering global routing, the biggest net connects about 99 pins.
- The power per cell area is 105 nW/um^2, for reference.
- The layout has 7868 filler cells.
- The width of the die is between 300 and 400 microns, for reference.
- In this run, post-CTS hold repair placed 0 buffers.
final timing paths:
check	slack, ns	to	start	depth (start not counted)
max	7.88	read_data[127]	read_addr[2]	7
min	3.75	data[4][93]$_DFFE_PP_	write_data[93]	1
per-layer routing:
| metal | vias to the layer above | routed length (microns) | global-route usage (%) |
|---|---|---|---|
| met5 | - | 105 | 0 |
| met4 | 18 | 1760 | 3.31 |
| met3 | 138 | 12500 | 12.7 |
| met2 | 1133 | 44500 | 30.1 |
| met1 | 9545 | 30700 | 24.4 |
| li1 | 8515 | - | - |
where the power goes:
group          internal, uW  total [uW]  leakage (uW)  switching [uW]
Sequential             2600        2610       0.00925            8.97
Combinational           141         300       0.00477             159
Clock                  1230        2070       0.00166             841
Total                  3970        4980        0.0157            1010
synth_stat cells, types with 2 or more instances:
| cell type | n |
|---|---|
| nand2b_1 | 3 |
| mux4_2 | 128 |
| o21ai_0 | 128 |
| nor3_1 | 2 |
| a221oi_2 | 119 |
| inv_1 | 128 |
| edfxtp_1 | 1024 |
| nor2_1 | 6 |
| buf_2 | 39 |
| mux2_2 | 128 |
| buf_4 | 16 |
| a221oi_1 | 9 |
| buf_6 | 5 |
| clkbuf_1 | 39 |
| mux2i_1 | 128 |
| clkbuf_4 | 2 |
| buf_12 | 10 |
cell families (layout without fill, tap and decap cells):
group / after synthesis / count (layout) / synth area share (%)
multiplexers: 384 / 384 / 14.0
AND/OR/NAND/NOR: 15 / 15 / 0.193
other: 0 / 2 / 0
flip-flops: 1024 / 1024 / 76.5
AND-OR/OR-AND: 256 / 256 / 6.24
buffers and inverters: 241 / 644 / 3.07
through the flow:
step	util (%)	total power (uW)	hold WS (ns)
2_1_floorplan	-	2820	3.80
3_3_place_gp	44.6	2960	4.41
3_5_place_dp	44.6	2970	4.43
4_1_cts	48.1	5040	3.68
5_1_grt	48.1	5150	3.73
6_report	48.1	4980	3.75
cell type report:
cell class                 count  share of cell area (%)
multi-input combinational    655                    17.3
clock inverter                62                    1.24
timing repair buffer         322                    6.52
antenna                        2                  0.0105
clock buffer                 132                    5.91
sequential                  1024                    64.6
tap                         1287                    3.38
inverter                     128                    1.01
Power is estimated from default activity; no workload was simulated.
