$ cat design/flow/design.v
typedef struct packed {
  logic [2:0]  type_;
  logic [7:0]  opaque;
  logic [31:0] addr;
  logic [1:0]  len;
  logic [31:0] data;
} mem_req_4B_t;
typedef struct packed {
  logic [2:0]  type_;
  logic [7:0]  opaque;
  logic [31:0] addr;
  logic [3:0]  len;
  logic [127:0] data;
} mem_req_16B_t;
typedef struct packed {
  logic [2:0]  type_;
  logic [7:0]  opaque;
  logic [1:0]  test;
  logic [1:0]  len;
  logic [31:0] data;
} mem_resp_4B_t;
typedef struct packed {
  logic [2:0]  type_;
  logic [7:0]  opaque;
  logic [1:0]  test;
  logic [3:0]  len;
  logic [127:0] data;
} mem_resp_16B_t;
module Cache_ctrl #(
	parameter p_idx_shamt = 0
)(
	input logic clk,
	input logic reset,
	input logic cachereq_val,
	output logic cachereq_rdy,
	output logic cachereq_en,	
	input logic [2:0] cachereq_type,
	input logic [31:0] cachereq_addr,
	output logic cacheresp_val,
	input logic cacheresp_rdy,
	output logic [2:0] cacheresp_type,
	output logic [2:0] read_word_mux_sel,	
	output logic memreq_val,
	input logic memreq_rdy,
	output logic [2:0] memreq_type,
	output logic evict_addr_reg_en,	
	output logic memreq_addr_mux_sel,  
	input logic memresp_val,
	output logic memresp_rdy,
	output logic memresp_en,
	output logic write_data_mux_sel,
	output logic read_data_reg_en,	
	input logic [2:0] idx,
	output logic hit,
	output logic victim_reg_en,
	output logic victim,	
	output logic tag_array_ren,
	output logic tag_array_wen0,
	output logic tag_array_wen1,
	output logic tag_check_en,
	input logic tag_match0,
	input logic tag_match1,	
	output logic victim_sel,
	input logic idx_way,
	input logic data_array_way,
	output logic data_array_ren,
	output logic data_array_wen,
	output logic [15:0] data_array_wben
);
	logic rst;
	assign rst=reset;
	localparam S_IDLE = 0;
	localparam S_TAGCHECK = 1;
	localparam S_READACC = 2;
	localparam S_WRITEACC = 3;
	localparam S_WAIT = 4;
	localparam S_REFILLREQ = 5;
	localparam S_REFILLWAIT = 6;
	localparam S_REFILLUPDATE = 7;
	localparam S_EVICTPP = 8;
	localparam S_EVICTREQ = 9;
	localparam S_EVICTWAIT = 10;
	logic [7:0] valid[0:1];  
	logic [7:0] dirty[0:1];
	logic [7:0] last_use;  
	wire [7:0] valid_way0=valid[0];
	wire [7:0] valid_way1=valid[1];
	wire [7:0] dirty_way0=dirty[0];
	wire [7:0] dirty_way1=dirty[1];
	logic read;
	logic write;
	logic read_hit;
	logic write_hit;
	logic [1:0] word_offset;
	assign word_offset=cachereq_addr[3:2];
	logic need_evict;
	logic need_refill;
	logic [3:0] cs;
	assign read=cachereq_type==3'd0;
	assign write=cachereq_type==3'd1;
	assign hit= valid[0][idx] && tag_match0 || valid[1][idx] && tag_match1;
	assign read_hit= hit && read;
	assign write_hit = hit && write;
	assign victim = !last_use[idx];
	assign need_evict=!hit && dirty[victim][idx];
	assign need_refill=!hit && !dirty[victim][idx];
	always @(posedge clk) begin
		if(rst) begin 
			cs<=S_IDLE;
			valid[0]<=0;
			valid[1]<=0;
			dirty[0]<=0;
			dirty[1]<=0;
			last_use<=0;
		end else begin
			case(cs)
			S_IDLE: if(cachereq_val) cs<=S_TAGCHECK;
			S_TAGCHECK: if(read_hit) cs<=S_READACC;
				else if(write_hit) cs<=S_WRITEACC;
				else if(need_refill) cs<=S_REFILLREQ;
				else if(need_evict) cs<=S_EVICTPP;
			S_READACC: begin 
				cs<=S_WAIT;
				last_use[idx]=idx_way;
			end
			S_WRITEACC: begin
				cs<=S_WAIT;
				dirty[idx_way][idx]<=1;
				last_use[idx]<=idx_way;
			end
			S_WAIT: if(cacheresp_rdy) cs<=S_IDLE;
			S_REFILLREQ: if(memreq_rdy) cs<=S_REFILLWAIT;
			S_REFILLWAIT: if(memresp_val) cs<=S_REFILLUPDATE;
			S_REFILLUPDATE: begin
				if(write) cs<=S_WRITEACC;
				else if(read) cs<=S_READACC;
				valid[idx_way][idx]<=1;
				dirty[idx_way][idx]<=0;
			end
			S_EVICTPP: begin 
				cs<=S_EVICTREQ;
				valid[idx_way][idx]<=0;
			end
			S_EVICTREQ: if(memreq_rdy) cs<=S_EVICTWAIT;
			S_EVICTWAIT: if(memresp_val) cs<=S_REFILLREQ;
			default: cs<=S_IDLE;
			endcase
		end
	end
	assign cachereq_rdy= cs==S_IDLE;
	assign cachereq_en= cachereq_val && cachereq_rdy;
	assign cacheresp_val= cs==S_WAIT;
	always @(*) begin
		tag_check_en=0;
		tag_array_ren=0;
		tag_array_wen0=0;
		tag_array_wen1=0;
		victim_reg_en=0;
		victim_sel=0;
		data_array_ren=0;
		data_array_wen=0;
		data_array_wben=0;
		write_data_mux_sel=1;
		read_data_reg_en=0;
		evict_addr_reg_en=0;
		memreq_addr_mux_sel=0;
		read_word_mux_sel=0;
		cacheresp_type=0;
		memreq_val=0;
		memreq_type=0;
		case(cs)
		S_TAGCHECK: begin
			tag_array_ren=1;
			tag_check_en=1;	 
			if(need_evict || need_refill) victim_reg_en=1;  
			if(need_evict) evict_addr_reg_en=1;	
		end
		S_READACC: begin
			victim_sel=0;	 
			data_array_ren=1;
			read_data_reg_en=1;
		end
		S_WRITEACC: begin
			victim_sel=0;
			write_data_mux_sel=1;	 
			data_array_wen=1;
			case(word_offset)
			'd0: data_array_wben='h000f;
			'd1: data_array_wben='h00f0;
			'd2: data_array_wben='h0f00;
			'd3: data_array_wben='hf000;
			default: data_array_wben='hx;
			endcase
		end
		S_WAIT: begin
			if(read) begin
				read_word_mux_sel=word_offset+1;
				cacheresp_type=3'd0;
			end else if(write) begin
				cacheresp_type=3'd1;
			end
		end
		S_REFILLREQ: begin
			memreq_val=1;
			memreq_type=3'd0;
			memreq_addr_mux_sel=0;	 
		end
		S_REFILLWAIT: begin
			memresp_rdy=1;
			if(memresp_val) memresp_en=1;
		end
		S_REFILLUPDATE: begin
			write_data_mux_sel=0;	 
			victim_sel=1;
			data_array_wen=1;
			data_array_wben='hffff;
			if(idx_way==0) tag_array_wen0=1;
			else if(idx_way==1) tag_array_wen1=1;
		end
		S_EVICTPP: begin
			victim_sel=1;
			data_array_ren=1;
			read_data_reg_en=1;
		end
		S_EVICTREQ: begin
			memreq_val=1;
			memreq_type=3'd1;
			memreq_addr_mux_sel=1;
		end
		S_EVICTWAIT: begin
			memresp_rdy=1;
		end
		endcase
	end
endmodule
$ cat design/flow/run.sh
#!/bin/bash
# OpenROAD 26Q1-2900-gdf79404cd8, Yosys 0.63+post, stock flow scripts
make -C /OpenROAD-flow-scripts/flow DESIGN_CONFIG=/design/flow/config.mk WORK_HOME=/design/flow/orfs finish
$ cat design/flow/config.mk
export PLATFORM = sky130hd
export DESIGN_NAME = Cache_ctrl
export DESIGN_NICKNAME = Cache_ctrl
export VERILOG_FILES = /design/flow/design.v
export SDC_FILE = /design/flow/constraint.sdc
export NUM_CORES = 4
export LEC_CHECK = 1
export CORE_UTILIZATION = 50
$ cat design/flow/constraint.sdc
current_design Cache_ctrl

set clk_period 3.0
set clk_io_pct 0.2

create_clock -name clk0 -period $clk_period [get_ports {clk}]

set non_clock_inputs [all_inputs -no_clocks]
set_input_delay [expr $clk_period * $clk_io_pct] -clock clk0 $non_clock_inputs
set_output_delay [expr $clk_period * $clk_io_pct] -clock clk0 [all_outputs]
==> qor.yml <==
cp.required_ps: 2400
die_y_microns: 79.51
path_class: "in -> out"
warnings: 64
syn2layout_area_growth_pct: 23.16
timing.fmax_mhz: 344.6
postCtsHoldBufs: 0
hold_viol: 0
clock_skew_ps: 9.722
place_ws_ps: -561.3
clkTransAtPathRegs_ps: 100
n_antenna_cell: 0
worst_pin_slew_ps: 634.2
stdcell_area_sq_um: 3700
syn_area_per_cell_sq_um: 9.722
worstPathArrival_ps: 2300
hp-start: "cs[0]"
grt_pass1_wl_microns: 10440
start_kind: "input pin"
cts-root-buf: "clkbuf_8"
drt_wl_total_microns: 6435
seq_area_frac_synth_pct: 44.65
maxCapViolations: 0
die_w_microns: 79.51
r2r-start: "valid[0][4]"
placed_area_sq_um: 3542
grt_max_degree: 40
top_area_cell: "edfxtp_1"
status: "finished, final reports clean"
end_kind: "primary output"
top_area_share_pct: 31.99
vias: 2314
async_reset_ff_share_pct: 0
startpoint: "idx[1]"
coreArea_sq_um: 5642
cts_tree: "done"
numSynthFlops: 51
htreeDepth: 2
setup_violations: 0
setup_slack_ps: 97.87
grt_remaining_overflow: 0
synth-edff-count: 32
ant_nets: 0
n_fill_cell: 464
drv_slew: 0
rows: 27
dieArea_sq_um: 6322
gp_congestion: 0.8397
vdd_drop_max_v: 0.0002960
initCoreUtil_pct: 53.25
final.period_utilization_pct: 96.74
fin_crit_ps: 2902
rsz0062_at_grt: "no"
p_leak_nw: 1.399
clock_sinks: 51
crit_fanout: 8
synth_area_sq_um: 3004
synth_cell_types: 43
ios: 93
logic_area_sq_um: 1394
viasPerCell: 5.394
cts_buffers: 5
grt_antenna_before_repair: 0
hp-class: "reg -> reg"
drtIter0Drc: 116
ff_type: "edfxtp_1"
first_pass_iters: 4
drive_gt1_share_pct: 15.69
ys_cells: 309
yosys_area_sq_um: 3004
netlist_instances: 309
clock_latency_ps: 310
cts.path.max_buffers: 2
slew_headroom_pct: 57.27
drc: 0
grt_pass1_vias: 2163
port_buffers: 55
synth_warnings: 1
area_leaders: "edfxtp_1, dfxtp_1, o21bai_1"
p_per_area_nw_per_um2: 377.2
grt_usage_pct: 22.68
register_area_sq_um: 1341
wire_per_inst_microns: 15.00
dp_hpwl_microns: 4642
## timing repair
item	in CTS	in global routing
endpoints found under the setup margin	4	1
gates resized	12	1
buffers inserted	6	0
pin swaps	3	2
## cells in the final DEF, fill, tap and decap left out, types with 2 or more instances in the layout
cell type,n
a22oi_1,6
nor2b_1,3
and2_1,4
nand2_1,33
and3_1,2
clkdlybuf4s50_1,51
conb_1,6
ha_1,10
clkinv_4,2
nand3_1,5
dlygate4sd2_1,2
edfxtp_1,32
nor3_1,6
nor2_1,52
o21ai_0,2
mux4_2,9
mux2i_1,6
clkbuf_8,5
o21bai_1,28
a21oi_1,4
mux2_2,3
buf_4,19
a31o_2,4
o22ai_2,2
dfxtp_1,19
or2_2,4
nand2b_1,5
buf_6,2
inv_1,13
a32oi_1,2
## cell usage after synthesis (3+ instances only)
| cell | instances |
|---|---|
| o21bai_1 | 28 |
| nand2_1 | 33 |
| or2_2 | 4 |
| dfxtp_1 | 19 |
| clkbuf_1 | 13 |
| nand2b_1 | 5 |
| nor2b_1 | 3 |
| nor2_1 | 52 |
| a31o_2 | 4 |
| inv_1 | 13 |
| buf_4 | 22 |
| mux4_2 | 9 |
| nor3_1 | 6 |
| and2_1 | 4 |
| a21oi_1 | 4 |
| nand3_1 | 5 |
| mux2i_1 | 6 |
| ha_1 | 10 |
| edfxtp_1 | 32 |
| mux2_2 | 3 |
| a22oi_1 | 6 |
## cell families after synthesis
family / count (synthesis) / share of synthesized area, %
muxes: 18 / 9.871
and+or+nand+nor: 121 / 18.08
other: 2 / 0.2500
buffers and inverters: 54 / 9.829
DFF: 51 / 44.65
AOI/OAI and AO/OA: 53 / 13.16
adders and majority gates: 10 / 4.165
## area by class of cell
type | count | share of cell area (%)
Timing Repair Buffer | 76 | 19.58
Tap cell | 72 | 2.435
Sequential cell | 51 | 36.25
Clock buffer | 5 | 1.860
Multi-Input combinational cell | 208 | 37.67
Inverter | 14 | 1.420
Clock inverter | 3 | 0.7778
## worst max-delay path, stage by stage
cell and delay, ps:
buf_6 70, buf_12 110, mux4_2 510, mux2i_1 200
o22ai_2 130, or2_1 240, buf_4 140, nor2b_1 90
dlygate4sd2_1 200
## registers in the layout, indices dropped and copies added (netlist names)
signal and cells:
last_use 8, valid 16, dirty 16, cs 11
## through the flow
step	hold slack [ps]	setup TNS, ps	utilization (%)	instances	power, W
after floorplan	425.5	0	-	313	0.0008990
after global placement	452.2	-1395	62.79	415	0.0009769
after detailed placement	464.6	-1384	62.79	415	0.0009781
after CTS	476.4	0	65.47	429	0.001403
after global routing	537.5	0	65.58	429	0.001450
final	477.6	0	65.58	429	0.001395
## path summary, 6_finish.rpt
path | endpoint | depth (start not counted) | slack (ps)
setup / recovery | evict_addr_reg_en | 9 | 100
hold / removal | cs[0] | 2 | 480
setup reg to reg | cs[1] | 8 | 1030
hold reg to reg | cs[0] | 2 | 480
## layer usage
metal	track usage [%]	wire length, microns
met5	0	0
met4	2.000	67
met2	34.02	2926
met1	35.03	2925
met3	7.889	516
## power by group
part,switching [W],internal (W)
registers,0.00000745,0.000760
logic,0.0000951,0.000107
clock network,0.000252,0.000173
total,0.000355,0.00104
Power and IR drop assume default switching activity.
